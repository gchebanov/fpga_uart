**design/flow/run.sh**
```bash
#!/bin/bash
# OpenROAD 26Q1-2900-gdf79404cd8, Yosys 0.63+post, stock flow scripts
make -C /OpenROAD-flow-scripts/flow DESIGN_CONFIG=/design/flow/config.mk WORK_HOME=/design/flow/orfs finish
```
**design/flow/config.mk**
```make
export PLATFORM = sky130hd
export DESIGN_NAME = ac4e6_board
export DESIGN_NICKNAME = ac4e6_board
export VERILOG_FILES = /design/flow/design.v
export SDC_FILE = /design/flow/constraint.sdc
export NUM_CORES = 4
export LEC_CHECK = 1
export CORE_UTILIZATION = 30
export SYNTH_HDL_FRONTEND = slang
```
**design/flow/constraint.sdc**
```tcl
current_design ac4e6_board

set clk_period 7.7
set clk_io_pct 0.2

create_clock -name clk0 -period $clk_period [get_ports {clk50}]

set non_clock_inputs [all_inputs -no_clocks]
set_input_delay [expr $clk_period * $clk_io_pct] -clock clk0 $non_clock_inputs
set_output_delay [expr $clk_period * $clk_io_pct] -clock clk0 [all_outputs]
```
**design/flow/design.v**
```verilog
module ac4e6_board (
	input wire clk50,
	input wire [3:0] key,
	input wire [7:0] switch,
	input wire ps2_data,
	input wire ps2_sdck,
	input wire ch340_rx,
	output wire ch340_tx,
	output wire buzzer,
	output wire [7:0] led_segments,
	output wire [7:0] led_enable,
	output wire [2:0] vga_rgb,
	output wire vga_hsync,
	output wire vga_vsync,
	output wire [11:0] led
);
assign buzzer = '1;
assign vga_rgb = '1;
assign vga_hsync = '1;
assign vga_vsync = '1;
assign led = '1;
wire nrst, rst;
assign nrst = key[2];
assign rst = !nrst;
reg [7:0] uart_q;
reg uart_qv;
uart_rx i_uart_rx(clk50, nrst, ch340_rx, uart_q, uart_qv);
reg [15:0] uart_dbg;
reg uart_dbg_v;
uart_rx_dbg i_uart_dbg(clk50, nrst, ch340_rx, uart_dbg, uart_dbg_v);
localparam DATA_BUF_LG2 = 2;
reg [7:0] ch340_data_buf [(1<<DATA_BUF_LG2) - 1:0];
reg [7:0] ch340_data;
reg [DATA_BUF_LG2-1:0] ch340_data_h;
reg [DATA_BUF_LG2-1:0] ch340_data_t;
reg ch340_data_valid;
reg ch340_data_ready;
uart_tx i_uart_tx(clk50, nrst, ch340_data, ch340_data_valid, ch340_data_ready, ch340_tx);
always @(posedge clk50) begin
	if (!nrst) begin
		ch340_data_buf <= '{default:0};
		ch340_data <= 0;
		ch340_data_h <= 0;
		ch340_data_t <= 0;
		ch340_data_valid <= 0;
	end else begin
		if (uart_qv) begin
			ch340_data_buf[ch340_data_t] <= uart_q;
			ch340_data_t <= ch340_data_t + 1;
			ch340_data_valid <= 1;
		end
		if (ch340_data_h != ch340_data_t) begin
			ch340_data <= ch340_data_buf[ch340_data_h];
			ch340_data_valid <= 1;
		end
		if (ch340_data_valid && ch340_data_ready) begin
			ch340_data_h <= ch340_data_h + 1;
			ch340_data_valid <= 0;
		end
	end
end
reg [3:0] led_data [7:0];
led i_led(clk50, nrst, led_data, led_segments, led_enable);
always @(posedge clk50) begin
	if (!nrst) begin
		led_data <= '{default:0};
	end else if (uart_dbg_v) begin
		led_data[0] <= uart_dbg[3:0];
		led_data[1] <= uart_dbg[7:4];
		led_data[2] <= uart_dbg[11:8];
		led_data[3] <= uart_dbg[15:12];
		for (int i = 4; i < 8; i++) begin
			led_data[i] <= led_data[i-4];
		end
	end
end
endmodule  
module led (
	input wire clk,
	input wire nrst,
	input reg [3:0] data [7:0],
	output wire [7:0] led_segments,
	output wire [7:0] led_enable
);
reg [15:0] cnt;
reg [3:0] digit;
reg [7:0] segments;
reg [7:0] enable;
assign led_segments = segments;
assign led_enable = enable;
always @(posedge clk) begin
	if (!nrst) begin
		cnt <= 0;
		digit <= '1;
		enable <= '1;
	end else begin
		cnt <= cnt + 1;
		digit <= data[cnt[15:13]];
		for (int i = 0; i < 8; i++) begin
			enable[i] <= (cnt[15:13] != i);
		end
	end
end
always @(posedge clk) begin
	if (!nrst) begin
		segments <= '1;
	end else	case (digit)
		0: segments <= 8'b1100_0000;
		1: segments <= 8'b1111_1001;
		2: segments <= 8'b1010_0100;
		3: segments <= 8'b1011_0000;
		4: segments <= 8'b1001_1001;
		5: segments <= 8'b1001_0010;
		6: segments <= 8'b1000_0010;
		7: segments <= 8'b1111_1000;
		8: segments <= 8'b1000_0000;
		9: segments <= 8'b1001_0000;
		10:segments <= 8'b1000_1000;
		11:segments <= 8'b1000_0011;
		12:segments <= 8'b1100_0110;
		13:segments <= 8'b1010_0001;
		14:segments <= 8'b1000_0110;
		15:segments <= 8'b1000_1110;
	endcase  
end
endmodule  
module uart_rx # (
	parameter CLK_FREQ = 50_000_000,
	parameter BAUD_RATE = 9_600
) (
	input wire clk,
	input wire nrst,
	input wire rxd,
	output reg [7:0] data,
	output reg data_v
);
localparam DATA_W = 8;
localparam N = CLK_FREQ / BAUD_RATE;
localparam N3_2 = (3 * CLK_FREQ) / 2 / BAUD_RATE;
reg state_input;	
reg [2:0] state;  
reg [$clog2(N3_2)-1:0] cnt;
reg cnt_low;
always @(posedge clk) begin
	data_v <= 0;
	cnt_low <= (cnt <= 1);
	if (!nrst) begin
		state_input <= 0;
		state <= 0;
		cnt <= 0;
		data <= 0;
	end else if (!state_input) begin
		if (cnt_low) begin  
			if (rxd == 0) begin
				state_input <= 1;
				state <= 0;  
				cnt <= N3_2;
				cnt_low <= 0;
			end
		end else begin
			cnt <= cnt - 1;
		end
	end else begin
		if (cnt_low) begin
			data <= {rxd, data[7:1]};
			state_input <= (state != DATA_W - 1);
			state <= state + 1;
			cnt <= N;
			cnt_low <= 0;
			data_v <= (state == DATA_W - 1);
		end else begin
			cnt <= cnt - 1;
		end
	end
end
endmodule  
module uart_rx_dbg # (
	parameter CLK_FREQ = 50_000_000,
	parameter BAUD_RATE = 9_600
) (
	input wire clk,
	input wire nrst,
	input wire rxd,
	output reg [15:0] data,
	output reg data_v
);
localparam N = CLK_FREQ / BAUD_RATE;
reg [15:0] cnt;
wire good_cnt;
reg rxd_r;
assign good_cnt = (N * 3 / 4 <= cnt) && (cnt <= N * 5 / 4);
always @(posedge clk) begin
	rxd_r <= rxd;
	data_v <= 0;
	if (!nrst) begin
		cnt <= 0;
	end else if (rxd_r != rxd) begin
		if (good_cnt) begin
			data <= cnt;
			data_v <= 1;
		end
		cnt <= 0;
	end else begin
		cnt <= (cnt != '1) ? (cnt + 1) : '1;
	end
end
endmodule  
module uart_tx # (
	parameter CLK_FREQ = 50_000_000,
	parameter BAUD_RATE = 9600,
	parameter DATA_W = 8
) (
	input wire clk,
	input wire nrst,
	input wire [DATA_W-1:0] data,
	input reg data_valid,
	output reg data_ready,
	output reg txd
);
localparam N = CLK_FREQ / BAUD_RATE;
reg cnt0;
reg last_state;
reg [$clog2(N)-1:0] cnt;
reg [$clog2(DATA_W)-1:0] state;
reg [3:0] ostate;
always @(posedge clk) begin
	cnt0 <= (cnt <= 1);
	if (!nrst) begin
		cnt <= 0;
		state <= 0;
		ostate <= 0;
		data_ready <= 0;
		txd <= 1;
	end else if ((ostate == 0) && data_valid) begin
		cnt0 <= 0;
		cnt <= N;
		ostate <= 1;
		txd <= 0;  
	end else if (ostate == 1) begin
		if (cnt0) begin
			cnt0 <= 0;
			cnt <= N;
			state <= 0;
			ostate <= 2;
			txd <= data[0];
		end else begin
			cnt <= cnt - 1;
		end
	end else if (ostate == 2) begin
		if (cnt0) begin
			cnt0 <= 0;
			cnt <= N;
			if (last_state) begin
				last_state <= 0;
				state <= 0;
				ostate <= 3;
				txd <= 1;  
			end else begin
				last_state <= (state == DATA_W - 2 ? 1 : 0);
				state <= state + 1;
				ostate <= 2;
				txd <= data[state + 1];
			end
		end else begin
			cnt <= cnt - 1;
		end
	end else if (ostate == 3) begin
		if (cnt0) begin
			cnt0 <= 0;
			ostate <= 0;
			data_ready <= 1;
		end else begin
			cnt <= cnt - 1;
		end
	end
end
endmodule  
```
==> run notes <==
The flow ran to the end, and the final reports show no timing, DRC or antenna violations. For reference, the critical path cell chain is clkdlybuf4s50_1 -> buf_4 -> inv_4 -> buf_4 -> buf_4 -> a41oi_1 -> o21a_1. The run gives 0 ps for the total negative setup slack. The run gives 0.008602 mm^2 for the chip area in the Yosys report.

In this run the worst hold path is classified as register to register. The chip occupies 0.02935 mm^2. The largest fanout on the critical path is 69. The critical path's slowest stage uses the library cell sky130_fd_sc_hd__buf_4. Detailed routing inserted a total of 6194 vias.

sky130_fd_sc_hd__dfxtp_1 takes more of the synthesized area than any other cell. The run gives 19.00% for the simple logic cell fraction of the synthesized area. The run gives 38.70% as the worst slew slack as a fraction of its limit. With the HPWL reported at the end of detailed placement at 10.25 mm, the routed length per placed instance is 12.50 um. Per the power-grid run, VDD falls by no more than 0.1256 mV. Main combinational cell family by area after synthesis: simple AND/OR/NAND/NOR gates. Counting flops with a built-in enable in the synthesized netlist gives 17. In the Yosys stats the netlist draws on 63 distinct library cells. The net load switching power is 554.9 uW.

The worst setup path is captured at a register. Of the total synthesized cell area, the portion taken by full adders, half adders and majority gates is 3.055%. The final count of pins violating max slew came out at 0. Per the GRT congestion report, total overflow comes to 0.

Looking at the power breakdown, combinational cells take 9.1% of the total. The cts-stage hold buffer count was 0. The run gives 2.953% for the xor-xnor portion of the synthesized cell area.

The longest incremental delay of any stage on the critical path is reported as 660 ps. The number of global-route vias before repair came out at 5672. After floorplanning, the core was divided into 61 placement rows. Clock tree synthesis selected as its root buffer the cell sky130_fd_sc_hd__clkbuf_16.

The final weighted congestion in routability-driven placement is 0.7939. Looking at the cell usage after synthesis, the top flip-flop cell is sky130_fd_sc_hd__dfxtp_1. After filler insertion, the fill cell instance count of the layout stands at 2771. The logs give 27.25 mm for the first-pass GRT wire length and 0.02801 mm^2 for the core area. The sort of element at the start of the critical path is an input port. The synthesis log from Yosys contains 0 warnings.

Setup repair after global routing left no endpoint under its margin. Counting instances in the post-synthesis netlist gives the leading cell types as sky130_fd_sc_hd__dfxtp_1, sky130_fd_sc_hd__nor2_1, sky130_fd_sc_hd__nand2_1. The clock network latency to the later pin of the worst-skew pair is 430 ps.

Detailed-route iteration 0 reported a violation count of 443. The share of the core filled by cells before placement is 30.71%, and the power density over the cells is 222.8 mW/mm^2. The logs give 0.009570 mm^2 for the final standard cell area without fillers and 3770 ps for the data arrival time of the worst path. For reference, the clock transition at the flip-flops on the worst setup and hold paths is 70 ps.

Port buffering added 18 buffers. According to the floorplan report, the die width is 171.3 um. Based on the critical path, the design can be clocked at up to 0.2897 GHz. For reference, the top cells by area after synthesis are sky130_fd_sc_hd__dfxtp_1, sky130_fd_sc_hd__edfxtp_1, sky130_fd_sc_hd__mux2i_1. Entering global routing, the biggest net connects 70 pins.

The script computed the net switching share of total power as 26.02%. The cell area that synthesis handed to floorplanning was 0.008602 mm^2. The vertical extent of the die is 171.3 um, and the total antenna diodes in the routed design is 0.

The area fraction of the largest cell type after synthesis is 41.89%. Of the post-synthesis cell area, the part taken by muxes is 10.68%. The critical path contains buffers and inverters numbering 5 combined. Per the run report, area growth between synthesis and finish was 11.26%. TritonCTS built the clock tree.

The tools report the total placed instance area as 0.009022 mm^2. The largest clock skew in the final design is 11.06 ps. Share of the cycle needed by the critical path after routing: 44.83%.

The post-route netlist has 7.961% of its cells at a drive strength greater than 1. The kind of cell with the highest combined delay along the critical path is buffers and inverters. Per the detail_route report, vias per standard cell equal 4.783.

The average instance area after synthesis came out at 9.411 um^2. The number of gates resized after cts came out at 0. Per the Yosys statistics, synthesis produced 914 cells.

The number of endpoints with negative hold slack in the final report was 0. Data on the critical path is required at its endpoint by 8020 ps. Looking at the max-slew report, the worst-margin pin has a slew of 911.2 ps. Global routing used 11.48% of the available tracks. The number of cells produced by synthesis was 914. The post-layout total power was 2132 uW; the internal power was 1577 uW. The synthesis stats list as the most numerous cell sky130_fd_sc_hd__dfxtp_1. The DRC violation count after routing was 0; the total tool warning count was 50. Post-CTS timing repair inserted 0 buffers for setup. The aggregate routed wire length came out at 16.19 mm. The initial antenna violation count was 0; the standby leakage power was 0.003211 uW.

The synthesis stat section lists a flop and latch total of 197. Buffers inserted during clock tree synthesis total 17. Pin placement for this block handled 51 I/O pins.

The tools report the proportion of power drawn by flip-flops and latches as 52.1%. Per the post-route antenna check, the number of violating nets is 0. The end-of-flow timing check tallies setup violations at 0. Including well taps, the total number of placed cells is 1263. Sink count of the clock tree: 197.

The complex-gate fraction of the synthesized area was 11.24%; the share of async-settable or async-resettable flops after synthesis was 0%. The H-tree was split into 4 levels. The final report lists a non-filler cell total of 1295.

The flow reports that the clock network draws 38.8% of the design power. Among the stages of the critical path, the cell type that occurs most often is sky130_fd_sc_hd__buf_4. Max-cap violations in this run came to 0. For reference, the most critical setup path is categorized as input port to register. In the log, the iteration count for the first detailed-route pass is 5.

The post-route minimum period is 3452 ps. The logs give 47.83% for the share of the yosys chip area belonging to registers and 2 for the number of buffers between clock root and the deepest sink. Final hold analysis gives a worst-case slack of 421.8 ps.
[metal layers]
metal,part of all wire (%),vias up,global-route usage (%)
met5,0,-,0
met2,45,91,17.60
met4,1.1,0,1.320
li1,-,3196,-
met3,3.5,9,2.202
met1,50,2898,17.69
[sequential cells by signal, summed over array words and instances (netlist names), 8 cells and up]
name	cells
ch340_data	8
ch340_data_buf	32
i_led.cnt	16
i_led.led_enable	8
i_uart_dbg.cnt	16
i_uart_dbg.data	16
i_uart_rx.cnt	13
i_uart_rx.data	8
i_uart_tx.cnt	13
led_data	32
[layout by cell type (no fill, tap or decap), types with 19 or more instances in the layout]
cell type / count
sky130_fd_sc_hd__inv_1: 22
sky130_fd_sc_hd__nor3_1: 21
sky130_fd_sc_hd__nand2_1: 91
sky130_fd_sc_hd__o21ai_0: 21
sky130_fd_sc_hd__ha_1: 21
sky130_fd_sc_hd__dfxtp_1: 179
sky130_fd_sc_hd__nor2_1: 99
sky130_fd_sc_hd__conb_1: 19
sky130_fd_sc_hd__nand3_1: 53
sky130_fd_sc_hd__mux2i_1: 49
sky130_fd_sc_hd__a21oi_1: 86
[final timing paths]
| path | depth (start not counted) | startpoint | slack (ps) | endpoint |
|---|---|---|---|---|
| max | 7 | key[2] | 4250 | i_uart_rx.cnt[10] |
| max reg2reg | 6 | i_uart_dbg.cnt[1] | 5530 | i_uart_dbg.data[15] |
| min reg2reg | 1 | i_uart_rx.cnt[12] | 420 | i_uart_rx.cnt_low |
| min | 1 | i_uart_rx.cnt[12] | 420 | i_uart_rx.cnt_low |
[power groups by stage]
stage	clock, uW	sequential, uW	combinational [uW]
after global routing	896	1120	218
final	828	1110	194
after CTS	852	1110	193
[through the flow]
step / utilization, % / setup WS [ps]
finish: 34.17 / 4248
global route: 34.17 / 4104
CTS: 34.17 / 4256
detailed placement: 32.21 / 3805
global placement: 32.21 / 3814
floorplan: - / 4148
[logic make-up (layout without fill, tap and decap cells)]
logic type      after synthesis  in the layout
compound gates              161            161
xor+xnor                     29             29
fa+ha+maj                    21             21
buf+inv                      95             80
flops                       197            197
mux                          69             69
other cells                   1             19
simple gates                341            341
[area by class of cell]
cell class | count | area (um^2) | area share [%]
clock buffers | 19 | 432.9 | 4.523
repair buffers | 25 | 232.7 | 2.432
inverters | 23 | 88.84 | 0.9282
well taps | 378 | 473.0 | 4.942
multi-input cells | 640 | 4113 | 42.97
flip-flops and latches | 197 | 4115 | 43.00
clock inverters | 13 | 115.1 | 1.203
Power figures rest on the tool's default switching activity, not on a simulated workload.
